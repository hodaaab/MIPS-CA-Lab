### flow/run.sh
#!/bin/bash
# OpenROAD 26Q1-2900-gdf79404cd8, Yosys 0.63+post, stock flow scripts
make -C /OpenROAD-flow-scripts/flow DESIGN_CONFIG=/design/flow/config.mk WORK_HOME=/design/flow/orfs finish
### flow/config.mk
export PLATFORM = sky130hd
export DESIGN_NAME = IF_Stage
export DESIGN_NICKNAME = IF_Stage
export VERILOG_FILES = /design/flow/design.v
export SDC_FILE = /design/flow/constraint.sdc
export NUM_CORES = 4
export LEC_CHECK = 1
export CORE_UTILIZATION = 30
### flow/constraint.sdc
current_design IF_Stage

set clk_period 10.0
set clk_io_pct 0.2

create_clock -name clk0 -period $clk_period [get_ports {clk}]

set non_clock_inputs [all_inputs -no_clocks]
set_input_delay [expr $clk_period * $clk_io_pct] -clock clk0 $non_clock_inputs
set_output_delay [expr $clk_period * $clk_io_pct] -clock clk0 [all_outputs]
### flow/design.v
module IF_Stage
	(
		input clk, 
		input rst,
		input Br_taken,
		input hazard_freeze,
		input [31:0] Br_Addr,
		input freeze,
		output reg[31:0] PC,
		output [31:0] Instruction
	);
wire [31:0] PC_in;
	always @(posedge clk or posedge rst)
	begin
		if(rst)
			PC <= 32'b0;
		else if(freeze || hazard_freeze)
			PC <= PC_in;
		else
			PC <= PC_in + 32'd4;
	end
	MUX2TO1 pc_mux (
		.a				(Br_Addr),
		.b 				(PC),
		.sel 			(Br_taken),
		.res 			(PC_in)
	);
	Instruction_Memory inst_mem (
		.Address 		(PC_in),
		.Instruction 	(Instruction)
	);
endmodule
module Instruction_Memory
	(
		input [31:0] Address, 
		output reg [31:0] Instruction
	);
	reg [31:0] instructions [100:0];
	always@(Address) 
	begin
		case(Address)			
			32'd0 : Instruction <= 32'b10000000000000010000011000001010;   
			32'd4 : Instruction <= 32'b00000100000000010001000000000000;   
			32'd8 : Instruction <= 32'b00001100000000010001100000000000;   
			32'd12 : Instruction <= 32'b00010100010000110010000000000000;   
			32'd16 : Instruction <= 32'b10000100011001010001101000110100;   
			32'd20 : Instruction <= 32'b00011000011001000010100000000000;   
			32'd24 : Instruction <= 32'b00011100101000000011000000000000;   
			32'd28 : Instruction <= 32'b00011100100000000101100000000000;   
			32'd32 : Instruction <= 32'b00001100101001010010100000000000;   
			32'd36 : Instruction <= 32'b10000000000000010000010000000000;   
			32'd40 : Instruction <= 32'b10010100001000100000000000000000;   
			32'd44 : Instruction <= 32'b10010000001001010000000000000000;   
			32'd48 : Instruction <= 32'b10100000101000000000000000000001;   
			32'd52 : Instruction <= 32'b00100000101000010011100000000000;   
			32'd56 : Instruction <= 32'b00100000101000010000000000000000;   
			32'd60 : Instruction <= 32'b00100100011001000011100000000000;   
			32'd64 : Instruction <= 32'b10010100001001110000000000010100;   
			32'd68 : Instruction <= 32'b00101000011001000100000000000000;   
			32'd72 : Instruction <= 32'b00101100011001000100100000000000;   
			32'd76 : Instruction <= 32'b00110000011001000101000000000000;   
			32'd80 : Instruction <= 32'b10010100001000110000000000000100;   
			32'd84 : Instruction <= 32'b10010100001001000000000000001000;   
			32'd88 : Instruction <= 32'b10010100001001010000000000001100;   
			32'd92 : Instruction <= 32'b10010100001001100000000000010000;   
			32'd96 : Instruction <= 32'b10010000001010110000000000000100;   
			32'd100 : Instruction <= 32'b10010100001010110000000000011000;   
			32'd104 : Instruction <= 32'b10010100001010010000000000011100;   
			32'd108 : Instruction <= 32'b10010100001010100000000000100000;   
			32'd112 : Instruction <= 32'b10010100001010000000000000100100;   
			32'd116 : Instruction <= 32'b10000000000000010000000000000011;   
			32'd120 : Instruction <= 32'b10000000000001000000010000000000;   
			32'd124 : Instruction <= 32'b10000000000000100000000000000000;   
			32'd128 : Instruction <= 32'b10000000000000110000000000000001;   
			32'd132 : Instruction <= 32'b10000000000010010000000000000010;   
			32'd136 : Instruction <= 32'b00101000011010010100000000000000;   
			32'd140 : Instruction <= 32'b00000100100010000100000000000000;   
			32'd144 : Instruction <= 32'b10010001000001010000000000000000;   
			32'd148 : Instruction <= 32'b10010001000001101111111111111100;   
			32'd152 : Instruction <= 32'b00001100101001100100100000000000;   
			32'd156 : Instruction <= 32'b10000000000010101000000000000000;   
			32'd160 : Instruction <= 32'b10000000000010110000000000010000;   
			32'd164 : Instruction <= 32'b00101001010010110101000000000000;   
			32'd168 : Instruction <= 32'b00010101001010100100100000000000;   
			32'd172 : Instruction <= 32'b10100001001000000000000000000010;   
			32'd176 : Instruction <= 32'b10010101000001011111111111111100;   
			32'd180 : Instruction <= 32'b10010101000001100000000000000000;   
			32'd184 : Instruction <= 32'b10000000011000110000000000000001;   
			32'd188 : Instruction <= 32'b10100100001000111111111111110001;   
			32'd192 : Instruction <= 32'b10000000010000100000000000000001;   
			32'd196 : Instruction <= 32'b10100100001000101111111111101110;   
			32'd200 : Instruction <= 32'b10000000000000010000010000000000;   
			32'd204 : Instruction <= 32'b10010000001000100000000000000000;   
			32'd208 : Instruction <= 32'b10010000001000110000000000000100;   
			32'd212 : Instruction <= 32'b10010000001001000000000000001000;   
			32'd216 : Instruction <= 32'b10010000001001000000001000001000;   
			32'd220 : Instruction <= 32'b10010000001001000000010000001000;   
			32'd224 : Instruction <= 32'b10010000001001010000000000001100;   
			32'd228 : Instruction <= 32'b10010000001001100000000000010000;   
			32'd232 : Instruction <= 32'b10010000001001110000000000010100;   
			32'd236 : Instruction <= 32'b10010000001010000000000000011000;   
			32'd240 : Instruction <= 32'b10010000001010010000000000011100;   
			32'd244 : Instruction <= 32'b10010000001010100000000000100000;   
			32'd248 : Instruction <= 32'b10010000001010110000000000100100;   
			32'd252 : Instruction <= 32'b10101000000000001111111111111111;   
		endcase
	end
endmodule
module MUX2TO1
	(
		input[31:0] a, b, 
		input sel,
		output [31:0] res
	);
assign res = sel ? a : b ;
endmodule
==> results.toml <==
# generated from flow reports
[finish]
instances_no_fill = 789
lay_top_count = "clkdlybuf4s50_1"
synthToLayoutAreaGrowth_pct = 28.27
nFillCells = 1417
most-common-layout-cells = "clkdlybuf4s50_1, nor2_1, nand2_1, dfrtp_1, a21oi_1"
drive_above_1_share_pct = 8.867

[synthesis]
synth_warnings = 2
yosys_area_sq_um = 4315
yosys_cells = 530
syn_area_sq_um = 4315
top_area_share_pct = 18.56
largest_area_cell = "dfrtp_1"
syn_avg_cell_area_sq_um = 8.142
ys_types = 78
area_leaders = "dfrtp_1, dlxtn_1, nor2_1"
async_flop_share_pct = 54.24
ys.flops = 59
ff_type = "dfrtp_1"
edf_count = 0
syn_inst = 530

[placed_design]
dpl.hpwl_um = 12150
dp_cells = 781
place.gp.congestion = 0.9685
io_buffer_count = 97

[drt]
vias = 4604
viasPerCell = 5.835
drtAntennaViolNets = 0
n_antenna_cell = 0
drt_pass1_iterations = 5
wire_per_inst_um = 20.07
route.met3.wl_um = 1147
wl_met2_um = 7422
drc = 0
highest_layer = "met4"
met1Wirelength_um = 6777
wirelength_um = 15840
drtIter0Drc = 320

[floorplan]
fp.dieH_um = 121.9
initCoreUtil_pct = 30.97
dieWidth_um = 121.9
dieArea_sq_um = 14870
ios = 101
core-area_sq_um = 13930
num_rows = 43

[status]
status = "finished, final reports clean"

[cts]
cts-hold-fix-buffers = 0
cts.htree.levels = 2
cts_tree = "yes"
clockBufferDepth = 2
numCtsBuffers = 5
clk_pin_slew_worst_paths_ns = 0.05
insertion_delay_ns = 0.27
cts-resized-gates = 0
post_cts_buffers = 0
clock-root-buffer = "clkbuf_16"

[grt]
track_usage_pct = 22.43
antenna_found_initial = 0
grt_pass1_wl_um = 25280
gr-total-overflow = 0
grt_pass1_vias = 4454
grt_max_degree = 52

[setup_path]
cp.required_ns = 10.15
cpLargestDelayFamily = "buffers and inverters"
reg2reg_depth = 9
crit_buf_inv = 4
crit_path_max_fanout = 51
r2r_start = "PC[2]$_DFF_PP0_"
crit_start = "Br_taken"
arrival_ns = 5.34
crit_cells = 11
crit_path_max_incr_delay_ns = 0.56
endpoint_kind = "register"
rr_endpoint = "PC[30]$_DFF_PP0_"
r2r_setup_slack_ns = 7.35
path_class = "in2reg"
cp_slowest_cell = "buf_4"
path_common_cell = "buf_4"
cp-start-kind = "input pin"
crit_path_end = "PC[30]$_DFF_PP0_"
path_cells = "buf_2, buf_4, mux2i_1, inv_1, ha_1, nand4_1, nor4_1, buf_4, and3_1, nand3_1, xor2_1"

[final_timing]
post-route-min-period_ns = 5.193
finalHoldViolCount = 0
tns_ns = 0
fin_skew_ns = 0.002590
max_freq_mhz = 192.6
untimed_endpoints = 56
setup_viol = 0
tightest_slew_ns = 0.9105
unclocked_regs = 27
rsz0062_at_grt = "no"
period_used_pct = 51.93
drv_slew = 0
slew_headroom_pct = 38.74

[hold_path]
hp-class = "reg2reg"

[job]
drv_cap = 0
warning_count = 28

[power]
power_density_nw_per_um2 = 96.34
ir_drop_uv = 58.92
leakagePower_nw = 2.038
p_total_mw = 0.5333
## synth_stat cells (3+ instances only)
cell       n
or2_2      4
o21ai_1    3
nor4b_1    3
mux2i_1   18
o22ai_2    5
o32ai_1    4
xor2_1    16
buf_2     10
nor2_1    54
inv_1      6
o211ai_1   3
and3_1     5
o221ai_1   3
nand2_1   34
clkbuf_1  17
nor3_1    16
buf_6      5
nor3b_2    3
buf_4      6
a21o_1     4
and3b_1    8
nor3b_1    5
nand3_1   19
nor2b_1    3
xnor2_1   15
o22ai_1   16
or3_1      5
o21ai_0   21
nor4_1    23
mux2_2     9
dfrtp_1   32
nand3b_1  11
dlxtn_1   27
and2_1     3
ha_1       4
a31oi_1   13
a41oi_1    3
a21oi_1   31
a211oi_1   6
nand4_1    9
nor3_2     4
## through the flow
stage          utilization (%)  cell area [sq um]  worst slack (ns)  hold slack, ns
2_1_floorplan                -               4323             5.195          0.5451
3_3_place_gp             38.67               5389             4.684          0.6116
3_5_place_dp             38.67               5389             4.558          0.6333
4_1_cts                  39.72               5535             4.841          0.6384
5_1_grt                  39.72               5535             4.507          0.6788
6_report                 39.72               5535             4.807          0.6273
## how the worst min path moves through the flow
stage | depth (start not counted) | slack, ns | end | from
global route | 2 | 0.68 | PC[16]$_DFF_PP0_ | PC[16]$_DFF_PP0_
finish | 1 | 0.63 | PC[1]$_DFF_PP0_ | PC[1]$_DFF_PP0_
CTS | 1 | 0.64 | PC[1]$_DFF_PP0_ | PC[1]$_DFF_PP0_
## layer usage
metal | vias to the layer above | global-route usage, %
li1 | 2154 | -
met5 | - | 0
met2 | 224 | 35.49
met3 | 38 | 3.101
met1 | 2188 | 31.54
met4 | 0 | 7.948
## power breakdown
group	total [mW]	internal, mW	switching, mW	leakage (nW)
Clock	0.153	0.0992	0.0538	0.0712
Combinational	0.212	0.0908	0.122	1.38
Sequential	0.168	0.145	0.0228	0.586
Total	0.533	0.335	0.198	2.04
## logic make-up (layout without fill, tap and decap cells)
logic type               Yosys count  in the layout  share of synthesized area (%)
latches                           27             27                          9.394
AND/OR/NAND/NOR                  225            225                          29.66
other                              1              3                        0.08690
adder cells (fa/ha/maj)            4              4                          1.160
AND-OR/OR-AND                    138            138                          22.47
flip-flops                        32             32                          18.56
XOR/XNOR                          31             31                          6.292
buffers and inverters             44            121                          5.509
multiplexers                      28             28                          6.871
## sequential cells by signal, indices dropped and copies added, names as in the netlist
name and count:
inst_mem.Instruction 27, PC 32
## layout make-up
class	count	area, sq um	area share (%)
timing repair buffer	107	1041	18.81
multi-input combinational	429	2894	52.28
tap	180	225.2	4.069
sequential	59	1206	21.79
clock buffer	8	146.4	2.645
inverter	6	22.52	0.4069
Power is estimated from default activity; no workload was simulated.
