==> /design/flow/design.v <==
module Control_Unit
	(
		input [5:0] opcode, 
		output reg [3:0] alu_command,
		output reg mem_read, 
		output reg mem_write, 
		output reg wb_enable, 
		output reg is_immediate,
		output reg [1:0] branch,
		output reg is_single_source
	);
	always@(*)
	begin
		mem_read = 1'b0;
		mem_write = 1'b0;
		wb_enable = 1'b0;
		is_immediate = 1'b0;
		branch = 2'b0;
		alu_command = 4'b0;
		is_single_source = 1'b0;
	case(opcode)
		6'd0 :
			begin
			mem_read = 1'b0;
			mem_write = 1'b0;
			wb_enable = 1'b0;
			is_immediate = 1'b0;
			branch = 2'b0;
			alu_command = 4'bx;
			is_single_source = 1'b0;
			end
		6'd1 :
			begin
			mem_read = 1'b0;
			mem_write = 1'b0;
			wb_enable = 1'b1;
			is_immediate = 1'b0;
			branch = 2'b0;
			alu_command = 4'b0;
			is_single_source = 1'b0;
			end
		6'd3 :
			begin
			mem_read = 1'b0;
			mem_write = 1'b0;
			wb_enable = 1'b1;
			is_immediate = 1'b0;
			branch = 2'b0;
			alu_command = 4'b0010;
			is_single_source = 1'b0;
			end
		6'd5 :
			begin
			mem_read = 1'b0;
			mem_write = 1'b0;
			wb_enable = 1'b1;
			is_immediate = 1'b0;
			branch = 2'b0;
			alu_command = 4'b0100;
			is_single_source = 1'b0;
			end
		6'd6 :
			begin
			mem_read = 1'b0;
			mem_write = 1'b0;
			wb_enable = 1'b1;
			is_immediate = 1'b0;
			branch = 2'b0;
			alu_command = 4'b0101;
			is_single_source = 1'b0;
			end
		6'd7 :
			begin
			mem_read = 1'b0;
			mem_write = 1'b0;
			wb_enable = 1'b1;
			is_immediate = 1'b0;
			branch = 2'b0;
			alu_command = 4'b0110;
			is_single_source = 1'b0;
			end
		6'd8 :
			begin
			mem_read = 1'b0;
			mem_write = 1'b0;
			wb_enable = 1'b1;
			is_immediate = 1'b0;
			branch = 2'b0;
			alu_command = 4'b0111;
			is_single_source = 1'b0;
			end
		6'd9 :
			begin
			mem_read = 1'b0;
			mem_write = 1'b0;
			wb_enable = 1'b1;
			is_immediate = 1'b0;
			branch = 2'b0;
			alu_command = 4'b1000;
			end
		6'd10 :
			begin
			mem_read = 1'b0;
			mem_write = 1'b0;
			wb_enable = 1'b1;
			is_immediate = 1'b0;
			branch = 2'b0;
			alu_command = 4'b1000;
			is_single_source = 1'b0;
			end
		6'd11 :
			begin
			mem_read = 1'b0;
			mem_write = 1'b0;
			wb_enable = 1'b1;
			is_immediate = 1'b0;
			branch = 2'b0;
			alu_command = 4'b1001;
			is_single_source = 1'b0;
			end
		6'd12 :
			begin
			mem_read = 1'b0;
			mem_write = 1'b0;
			wb_enable = 1'b1;
			is_immediate = 1'b0;
			branch = 2'b0;
			alu_command = 4'b1010;
			is_single_source = 1'b0;
			end
		6'd32 :
			begin
			mem_read = 1'b0;
			mem_write = 1'b0;
			wb_enable = 1'b1;
			is_immediate = 1'b1;
			branch = 2'b0;
			alu_command = 4'b0;
			is_single_source = 1'b1;
			end
		6'd33 :
			begin
			mem_read = 1'b0;
			mem_write = 1'b0;
			wb_enable = 1'b1;
			is_immediate = 1'b1;
			branch = 2'b0;
			alu_command = 4'b0010;
			is_single_source = 1'b1;
			end
		6'd36 :
			begin
			mem_read = 1'b1;
			mem_write = 1'b0;
			wb_enable = 1'b1;
			is_immediate = 1'b1;
			branch = 2'b0;
			alu_command = 4'b0000;
			is_single_source = 1'b1;
			end
		6'd37 :
			begin
			mem_read = 1'b0;
			mem_write = 1'b1;
			wb_enable = 1'b0;
			is_immediate = 1'b1;
			branch = 2'b0;
			alu_command = 4'b0000;
			is_single_source = 1'b0;
			end
		6'd40 :
			begin
			mem_read = 1'b0;
			mem_write = 1'b0;
			wb_enable = 1'b0;
			is_immediate = 1'b1;
			branch = 2'b01;
			alu_command = 4'bx;
			is_single_source = 1'b1;
			end
		6'd41 :
			begin
			mem_read = 1'b0;
			mem_write = 1'b0;
			wb_enable = 1'b0;
			is_immediate = 1'b1;
			branch = 2'b10;
			alu_command = 4'bx;
			is_single_source = 1'b0;
			end
		6'd42 :
			begin
			mem_read = 1'b0;
			mem_write = 1'b0;
			wb_enable = 1'b0;
			is_immediate = 1'b1;
			branch = 2'b11;
			alu_command = 4'bx;
			is_single_source = 1'b1;
			end
	endcase
end
endmodule
module Hazard_Detection_Unit (
  	input is_forward ,
	input single_source,
	input [4:0] src1,
	input [4:0] src2,
	input [4:0] Exe_Dest,
	input Exe_WB_EN,
	input [4:0] Mem_Dest,
	input Mem_WB_EN,
	input Exe_RD_EN,
	output Hazard_Detected
);
 	wire Hazard_Detected_nf, Hazard_Detected_f;
	assign Hazard_Detected_nf = (single_source && Exe_Dest == src1 && Exe_WB_EN) ? 1 :
		 (single_source && src1 == Mem_Dest && Mem_WB_EN) ? 1 :
		 (!single_source && (Exe_Dest == src1 || Exe_Dest == src2) && Exe_WB_EN) ? 1 :
		 (!single_source && (src1 == Mem_Dest || src2 == Mem_Dest) && Mem_WB_EN) ? 1 : 0;
	assign Hazard_Detected_f = 
		((Exe_Dest == src1 || (Exe_Dest == src2 && !single_source)) && Exe_Dest != 5'b0 && Exe_RD_EN)? 1 : 0;
	assign  Hazard_Detected = is_forward ? Hazard_Detected_f : Hazard_Detected_nf;
endmodule
module ID_Stage
	(
		input clk, 
		input rst,
		input [31:0] Instruction,
		input [31:0] WB_Data,
		input [4:0] WB_Dest,
		input WB_Write_Enable,
		input [4:0] EXE_Dest,
		input Exe_WB_EN,
		input [4:0] MEM_Dest,
		input MEM_WB_EN,
		input is_forward,
		input MEM_R_EN_regout,
		output [31:0]Val1, Val2, Reg2, 
		output [4:0] Dest, 
		output [1:0] Branch_Type,
		output Br_Taken,  
		output  [3:0] EXE_CMD,
		output  MEM_R_EN,
		output  MEM_W_EN,
		output  WB_EN,
		output Hazard_Detected_Signal,
		output [4:0] src1,
		output [4:0] src2  
	);
	wire [31:0] signed_out;
	wire MEM_R_EN_ctrl, MEM_W_EN_ctrl, WB_EN_ctrl, is_Imm_ctrl;
	wire [3:0] EXE_CMD_ctrl;
	wire [1:0] Branch_Type_ctrl;
	wire is_Imm, single_src;
	Registers_File registers_file (
		.clk 				(clk),
		.rst 				(rst),
		.src1				(Instruction[25:21]),
		.src2 				(Instruction[20:16]),
		.dest 				(WB_Dest), 
		.Write_Val 			(WB_Data), 
		.Write_EN 			(WB_Write_Enable), 
		.reg1 				(Val1), 
		.reg2 				(Reg2)
	);
	Sign_Extend sign_extend (
		.in 				(Instruction[15:0]), 
		.out 				(signed_out)
	);
	MUX2TO1 mux_reg2 (
		.a 					(signed_out), 
		.b 					(Reg2), 
		.sel 				(is_Imm), 
		.res 				(Val2)
	);
	MUX5 mux_dest (
		.a 					(Instruction[20:16]), 
		.b 					(Instruction[15:11]), 
		.sel 				(is_Imm), 
		.res 				(Dest)
	);
	Hazard_Detection_Unit hazard_detection (
		.is_forward 		(is_forward),
		.single_source 		(single_src),
		.src1 				(Instruction[25:21]),
		.src2 				(Instruction[20:16]),
	 	.Exe_Dest			(EXE_Dest),
		.Exe_WB_EN 			(Exe_WB_EN),
		.Mem_Dest			(MEM_Dest),
		.Mem_WB_EN 			(MEM_WB_EN),
		.Exe_RD_EN 			(MEM_R_EN_regout),
		.Hazard_Detected 	(Hazard_Detected_Signal)
	);
	MUX5 hazard_mux1 (
		.a 					(5'b0),
		.b 					({MEM_R_EN_ctrl, MEM_W_EN_ctrl, WB_EN_ctrl, Branch_Type_ctrl}),
		.sel 				(Hazard_Detected_Signal),
		.res 				({MEM_R_EN, MEM_W_EN, WB_EN, Branch_Type})
	);
	MUX5 hazard_mux2 (
		.a 					(5'b0),
		.b 					({EXE_CMD_ctrl, is_Imm_ctrl}),
		.sel 				(Hazard_Detected_Signal),
		.res 				({EXE_CMD, is_Imm})
	);
	Control_Unit controller (
		.opcode 			(Instruction[31:26]), 
		.alu_command 		(EXE_CMD_ctrl), 
		.mem_read 			(MEM_R_EN_ctrl), 
		.mem_write 			(MEM_W_EN_ctrl), 
		.wb_enable 			(WB_EN_ctrl), 
		.is_immediate 		(is_Imm_ctrl), 
		.branch 			(Branch_Type_ctrl),
		.is_single_source	(single_src)
	);
	assign Br_Taken = (Instruction[31:29] == 3'b101)? 1'b1 : 1'b0;
	assign src1 = Instruction[25:21];
  	assign src2 = Instruction[20:16];
endmodule
module MUX2TO1
	(
		input[31:0] a, b, 
		input sel,
		output [31:0] res
	);
assign res = sel ? a : b ;
endmodule
module MUX5
(
	input[4:0] a, b, 
	input sel,
	output [4:0] res);
assign res = sel ? a : b ;
endmodule
module Registers_File
    (
        input clk,
        input rst,
        input [4:0] src1,
        input [4:0] src2,
        input [4:0] dest,
        input [31:0] Write_Val,
        input Write_EN,
        output [31:0] reg1,
        output [31:0] reg2
    );
    reg [31:0] Reg [0:31];
    integer i;
    always @(negedge clk or posedge rst) begin
        if (rst) begin
            for (i = 0; i < 32; i = i + 1)
                Reg[i] <= 32'b0;
        end
        else if ((Write_EN) && (dest != 5'b0)) begin
            Reg[dest] <= Write_Val;
        end
    end
    assign reg1 = Reg[src1];
    assign reg2 = Reg[src2];
endmodule
module Sign_Extend
	(
		input [15:0] in,
		output [31:0] out
	);
	assign out = {in[7], in[7], in[7], in[7], in[7], in[7], in[7], in[7], in[7], in[7], in[7], in[7], in[7], in[7], in[7], in[7], in[15:0]};
endmodule
==> /design/flow/run.sh <==
#!/bin/bash
# OpenROAD 26Q1-2900-gdf79404cd8, Yosys 0.63+post, stock flow scripts
make -C /OpenROAD-flow-scripts/flow DESIGN_CONFIG=/design/flow/config.mk WORK_HOME=/design/flow/orfs finish
==> /design/flow/config.mk <==
export PLATFORM = sky130hd
export DESIGN_NAME = ID_Stage
export DESIGN_NICKNAME = ID_Stage
export VERILOG_FILES = /design/flow/design.v
export SDC_FILE = /design/flow/constraint.sdc
export NUM_CORES = 4
export LEC_CHECK = 1
export CORE_UTILIZATION = 40
==> /design/flow/constraint.sdc <==
current_design ID_Stage

set clk_period 11.7
set clk_io_pct 0.2

create_clock -name clk0 -period $clk_period [get_ports {clk}]

set non_clock_inputs [all_inputs -no_clocks]
set_input_delay [expr $clk_period * $clk_io_pct] -clock clk0 $non_clock_inputs
set_output_delay [expr $clk_period * $clk_io_pct] -clock clk0 [all_outputs]
==> run notes <==
Implementation results are summarized by area below.

Synth
The mean area per synthesized cell is 11.1 um2. After synthesis the cells add up to about 53000 um2. The cell type with the largest total area after synthesis is sky130_fd_sc_hd__dfrtn_1. The synthesized flop and latch total is 1024. The number of cells in the yosys synthesis report is 4810. The yosys synthesis chip area is 53200 um2. Synthesis produced a netlist whose cell count is 4810. Counting the warning lines in the Yosys log gives 3.

The number of enable flip-flop cells is 0. Per the synth stats, the flop cell with the highest instance count is sky130_fd_sc_hd__dfrtn_1. The fraction of registers with async set or reset after synthesis is 1.00. The number of unique standard cell types used by synthesis is around 77. The proportion of netlist area held by the largest area contributor is 0.481.

The proportion of synthesized chip area in sequential cells is 0.481. Sorting the synthesized cells by area gives the leading types as sky130_fd_sc_hd__dfrtn_1 (48%), sky130_fd_sc_hd__mux2_2 (21%), sky130_fd_sc_hd__a22oi_1 (8.3%).

Power
The worst VDD IR drop from the latest analysis is 0.000127 V. The standby leakage power is 26.8 nW. The power density normalized to cell area is approximately 170 nW/um2.

Min path
In the hold timing report, the worst path depth is 0. Looking at the hold checks, the worst path lands on registers_file.Reg[0][30]$_DFFE_NP0P_. The class of the tightest hold or removal check is flip-flop to flip-flop. For the worst min-delay path, the startpoint reported by OpenROAD is registers_file.Reg[0][30]$_DFFE_NP0P_.

Clock tree
The worst-skew pair later-pin latency is roughly 0.66 ns. Looking at the clock tree report, the maximum root-to-sink buffer count equals 3. The number of CTS-inserted buffers is between 100 and 150. The TritonCTS clock tree is done. The library cell used as clock root buffer is sky130_fd_sc_hd__clkbuf_16. The number of levels the H-tree was split into is 3. Looking at the worst setup and hold paths, the clock pins of their registers show a slew of 0.05 ns. The clock drives 1024 sinks. The hold-fix buffer count after cts is 0.

Cells and area
The layout-stage area growth over the synthesis result is 16.6%. The flip-flop count of the largest register, all copies and words added is 1024. Registers take 25600 um2.

The finished layout holds 6730 standard cells, fillers aside. In the final layout, the registers with the most flip-flops are registers_file.Reg x1024. The layout has around 12000 filler cells.

More flip-flops sit in one register than any other, and that register is registers_file.Reg. The area taken by multi-input combinational cells is reported as approximately 26000 um2. Of the cells placed in the final design, the portion with a size suffix greater than 1 is 0.323.

Route
The script logs the ratio of routed vias to standard cells as 7.27. After detailed routing, the number of remaining DRC violations is 0. The number of detailed-route iterations in the first pass is 10. Summed over all layers, the routed wires come to 283 mm. After the first detailed-routing iteration, the DRC count stood at 6037. The routed length per instance is 42.1 um. The count of nets left with antenna violations after detail routing is 0. The total via count in the routed design is between 40000 and 50000.

Critical path
STA lists the startpoint of the worst register-to-register path as registers_file.Reg[3][15]$_DFFE_NP0P_. STA classifies the critical path endpoint as a primary output. The cell depth of the worst flop-to-flop path is 1. In this run the critical path is formed by and3_1 > o21ai_0 > nand4_1 > or4_1 > o32a_1 > mux2_2 > clkdlybuf4s50_1.

The required time at the worst endpoint is listed as 9.36 ns. All stages included, the depth of the critical timing path comes to 7. The library cell contributing the largest single delay on the critical path is sky130_fd_sc_hd__or4_1. The worst reg2reg path endpoint is registers_file.Reg[3][15]$_DFFE_NP0P_. Per STA, the highest per-stage delay on the worst path measures 0.54 ns. The nature of the critical path startpoint is a flip-flop. The worst setup slack for register-to-register paths is ~11 ns. On the critical path the largest part of the delay comes from simple AND/OR/NAND/NOR gates.

The startpoint-to-endpoint class of the critical path is flip-flop to primary output. STA lists the maximum fanout along the critical path as 3. The data arrival at the endpoint of the critical path is 9.23 ns. Per the post-run analysis, buffers plus inverters along the critical path come to 1.

GRT
The initial antenna violation count is 25. The total routing usage reported by global routing is 0.434. The number of global-route vias before repair came to between 40000 and 50000.

The global-route wire length before repair is 389 mm. After global routing the overflow that remains totals 0. Entering global routing, the biggest net connects between 100 and 150 pins.

Floorplan
The horizontal die dimension reported for this design is 367 um. The floorplan step set the die height to roughly 370 um. In this run the count of I/O pins placed on the die edge is 208. The die footprint is 135000 um2. The total core area is 132000 um2. The initial core utilization is 0.404. The floorplan row count is 133.

Job
The tool flagged a number of max-cap violations equal to 0. The number of logged tool warnings is 42.

Final timing
Measured against its own limit, the worst slew margin works out to 0.0964. Setup repair after global routing left no endpoint under its margin. Between clock sinks in the finished design, the worst skew comes to 0 ns. The number of max-slew violations in the final report is 0. The sum of negative setup slack is 0 ns. The count of final hold-check violations is 0. The final setup violation count is 0.

After layout, the worst setup slack is ~0.13 ns. Looking at the max-slew report, the worst-margin pin has a slew of 1.35 ns.

Placed design
According to the dpl log, the detail-placed design has an HPWL of between 150 and 200 mm. Before CTS, the worst setup slack after placement is 0.705 ns. In this run the tool buffered the top-level ports with 207 buffer cells. The cell count after placement is 6496. The final weighted congestion in routability-driven placement is roughly 1.1.

Outcome
The run finished with clean final reports.
## worst max path at each step
stage | startpoint | to | slack, ns
6_report | registers_file.Reg[5][0]$_DFFE_NP0P_ | Val2[0] | 0.13
5_1_grt | registers_file.Reg[9][13]$_DFFE_NP0P_ | Val2[13] | 0.07
4_1_cts | registers_file.Reg[9][13]$_DFFE_NP0P_ | Val2[13] | 0.08
## cell type report
cell class | instances | share of cell area
antenna | 24 | 0.000968
clock inverter | 49 | 0.00805
tap | 1755 | 0.0354
clock buffer | 161 | 0.0542
multi-input combinational | 3232 | 0.417
sequential | 1024 | 0.413
inverter | 19 | 0.00121
timing repair buffer | 466 | 0.0700
## logic make-up after synthesis
kind of cell               share of synthesized area
muxes                                          0.217
DFF                                            0.481
xor gates and xnor gates                     0.00329
adders and majority gates                    0.00141
buffers and inverters                         0.0423
AOI/OAI and AO/OA                              0.127
and+or+nand+nor                                0.128
## where the power goes
group	internal, mW	total, mW	switching [mW]
clock network	2.19	3.76	1.57
registers	4.28	4.90	0.629
logic	0.834	1.63	0.798
total	7.30	10.3	3.00
## metal layers
layer / wire (um) / share of wire / global-route usage
met5: 1240 / 0.0044 / 0.0484
met4: 25200 / 0.089 / 0.283
met3: 53700 / 0.19 / 0.322
met2: 109000 / 0.38 / 0.545
met1: 94800 / 0.33 / 0.516
## metrics by stage
| step | hold slack (ns) | util | cell area, um2 | total power, mW |
|---|---|---|---|---|
| after global routing | 0.354 | 0.470 | 62000 | 10.6 |
| final | 0.349 | 0.471 | 62000 | 10.3 |
| after CTS | 0.346 | 0.470 | 62000 | 10.2 |
| after detailed placement | 0.346 | 0.441 | 58100 | 6.50 |
| after floorplan | 0.405 | - | 53200 | 5.69 |
| after global placement | 0.344 | 0.441 | 58100 | 6.47 |
## cell usage after synthesis (12+ instances only)
cell / n
sky130_fd_sc_hd__xor2_1: 13
sky130_fd_sc_hd__nand3b_1: 13
sky130_fd_sc_hd__o32a_1: 17
sky130_fd_sc_hd__mux2_2: 1013
sky130_fd_sc_hd__buf_1: 56
sky130_fd_sc_hd__nand2_1: 141
sky130_fd_sc_hd__and4_1: 12
sky130_fd_sc_hd__inv_1: 19
sky130_fd_sc_hd__a22oi_1: 588
sky130_fd_sc_hd__nor2_1: 157
sky130_fd_sc_hd__buf_4: 19
sky130_fd_sc_hd__nand2b_1: 18
sky130_fd_sc_hd__a31oi_1: 23
sky130_fd_sc_hd__a22o_1: 26
sky130_fd_sc_hd__nor4_1: 41
sky130_fd_sc_hd__mux2i_1: 12
sky130_fd_sc_hd__and3_1: 98
sky130_fd_sc_hd__a21bo_2: 12
sky130_fd_sc_hd__a2111oi_0: 24
sky130_fd_sc_hd__a222oi_1: 28
sky130_fd_sc_hd__a21oi_1: 53
sky130_fd_sc_hd__or4_1: 19
sky130_fd_sc_hd__buf_2: 62
sky130_fd_sc_hd__dfrtn_1: 1024
sky130_fd_sc_hd__nand3_1: 472
sky130_fd_sc_hd__clkbuf_1: 394
sky130_fd_sc_hd__nor3_1: 56
sky130_fd_sc_hd__o21ai_0: 36
sky130_fd_sc_hd__nand4_1: 194
sky130_fd_sc_hd__nor2b_1: 12
## timing repair
action                                  in CTS  in global routing
buffers inserted                             0                  0
resized                                      0                  1
endpoints found under the setup margin       0                  1
## cells in the final DEF, fill, tap and decap left out, drive strengths merged, types with 17 or more instances in the layout
cell type / instances
dfrtn: 1024
mux2: 1015
a22oi: 588
nand3: 472
buf: 269
clkdlybuf4s50: 197
nand4: 194
clkbuf: 161
nor2: 158
nand2: 141
and3: 98
nor3: 56
a21oi: 53
nor4: 41
o21ai: 37
clkinv: 33
a222oi: 28
a2111oi: 27
a22o: 26
diode: 24
a31oi: 23
inv: 21
or4: 19
nand2b: 18
o32a: 17
No activity file was given, so power comes from the tool's default toggle rates.
