==> design/flow/design.v <==
module Data_Memory
	(
		input clk,
		input [31:0] Address,
		input [31:0] Write_data,
		input MEM_R_EN,
		input MEM_W_EN,
		output [31:0] Data
	);
	reg [31:0] memory [63:0]; 
	initial
	begin
	end
	always @(posedge clk)
	begin
  		if(MEM_W_EN)
  			memory[Address] <= Write_data;
	end
	assign Data = (MEM_R_EN) && (Address < 32'd64) ? memory[Address] : 32'b0;
endmodule
==> design/flow/run.sh <==
#!/bin/bash
# OpenROAD 26Q1-2900-gdf79404cd8, Yosys 0.63+post, stock flow scripts
make -C /OpenROAD-flow-scripts/flow DESIGN_CONFIG=/design/flow/config.mk WORK_HOME=/design/flow/orfs finish
==> design/flow/config.mk <==
export PLATFORM = sky130hd
export DESIGN_NAME = Data_Memory
export DESIGN_NICKNAME = Data_Memory
export VERILOG_FILES = /design/flow/design.v
export SDC_FILE = /design/flow/constraint.sdc
export NUM_CORES = 4
export LEC_CHECK = 1
export CORE_UTILIZATION = 30
==> design/flow/constraint.sdc <==
current_design Data_Memory

set clk_period 14.7
set clk_io_pct 0.2

create_clock -name clk0 -period $clk_period [get_ports {clk}]

set non_clock_inputs [all_inputs -no_clocks]
set_input_delay [expr $clk_period * $clk_io_pct] -clock clk0 $non_clock_inputs
set_output_delay [expr $clk_period * $clk_io_pct] -clock clk0 [all_outputs]
==> CHANGELOG.md <==
### Implementation results

* Buffer levels on the longest clock path at 3
* Fmax at 0.0899 GHz
* RSZ-0062 raised after global routing: no
* Syn_area_per_cell at 18.8 µm²
* Top cells excl fill/tap: 2048 x edfxtp_1, 301 x o22ai_1, 228 x buf_4
* Simple Share, Synth at 2.29%
* EDFF count, synth at 2048
* Vias in the first global route at 47400
* # IOs at 99
* Via total after detailed routing at 44900
* Leakage Power at 27.9 nW
* Main synth FF type: edfxtp_1
* Largest registers: memory x2048
* Clock power frac at 40.8%
* Row Count at 188
* Cells after Synth at 4213
* Minimum clock period at 11.13 ns
* AO/OA Area Share at 8.38%
* Slowest CP cell: nor4_1
* Detail Route Antenna Nets at 0
* TNS Setup at 0 ns
* DRT Wirelength at 273000 µm
* Max FFs per register at 2048
* Root Driver: clkbuf_16
* DRC Markers at 0
* Register share after synthesis at 77.7%
* Worst slew margin at 18.1%
* Fin. max-slew vios at 0
* TritonCTS clock tree: done
* Synth Cell Area at 79100 µm²
* Final hold vios at 0
* Die Y at 516 µm
* Yosys xor share at 0%
* Chip width at 516 µm
* Top area contributor share at 77.7%
* Dominant cells by area after synthesis: edfxtp_1 78%, mux4_2 4.4%, o22ai_1 2.4%
* First-pass GRT wire length at 374000 µm
* Post-synthesis async set-or-reset flop share at 0%
* Post-DR vias/cell at 5.51
* Max cap viols at 0
* P per Cell Area at 132 nW/µm²
* Routed WL per cell at 33.4 µm
* GRT Resource Usage Total at 21.9%
* Post-CTS setup buffers at 0
* GR Overflow Total at 0
* Seq pwr share at 53.8%
* Mux share at 9.09%
* Clk slew on worst S/H paths at 0.06 ns
* CTS hold repair buffers at 0
* CP Data Arrival Time at 8.19 ns
* Hold Slack at 2.37 ns
* Placer Congestion at 0.943
* Synth area leader: edfxtp_1
* Dominant logic cell type in the layout: edfxtp_1
* CP Capture Type: output port
* Reg with most FFs: memory
* Least-Margin Pin Slew at 1.23 ns
* Logic pwr share at 5.5%
* Pin count of the biggest net entering global routing at 90
* Cycle use final at 75.7%
* FP Util at 30.2%
* Hold Path Class: in2reg
* Post-DP HPWL at 157000 µm
* Max incr delay on CP at 1.00 ns
* Switch share at 22.4%
* P_sw at 2.70 mW
* WP data required at 11.76 ns
* Cell variety after synth at 79
* Crit path launch type: input pin
* Synth warn at 1
* Drt pass-1 iters at 6
* Adder Area Share at 0%
* H-Tree Depth at 4
* Worst VDD drop at 0.000117 V
* Initial antenna violation count at 17
* Area Growth Syn to Fin at 15.0%
* Core Util, Final at 34.7%
* CP most frequent cell: buf_4
* Cts bufs inserted at 202
* Critical path fanouts, max at 36
* CTS sink count at 2048
* Layout cells sized above 1 at 20.7%
* Number of OpenROAD warnings at 26
* Internal at 9.34 mW
* Yosys stat chip area at 79100 µm²
* Synth flops at 2048
* Status: completed
* Post-CTS Resized at 0
* Buffers added on ports at 98
* Core area at 262000 µm²
* Top non-seq family: multiplexers
* Finish-stage setup viols at 0
* Critical path class: in2out
* Initial drt markers at 3791
* Yosys cell count at 4213
* Chip Area at 266000 µm²
* Crit-path cells: buf_8 -> buf_4 -> buf_4 -> or2_4 -> buf_4 -> o21ai_0 -> a21oi_1 -> o22ai_1 -> a211o_1 -> nor4_1 -> buf_4 -> clkdlybuf4s50_1
cells by family after synthesis:
| group | count (synthesis) |
|---|---|
| buffers and inverters | 297 |
| flip-flops | 2048 |
| multiplexers | 496 |
| AND-OR/OR-AND | 977 |
| AND/OR/NAND/NOR | 395 |
worst max-delay path, delay by kind of cell:
| kind | cells | cell delay (ns) |
|---|---|---|
| buf+inv | 6 | 2.69 |
| simple gates | 2 | 1.49 |
| compound gates | 4 | 0.82 |
through the flow:
step | power (mW) | worst slack (ns) | area (µm²) | std cells
4_1_cts | 12.1 | 3.55 | 91000 | 8139
2_1_floorplan | 6.93 | 7.24 | 79100 | 4213
3_5_place_dp | 7.24 | 3.56 | 84700 | 7764
5_1_grt | 12.3 | 3.42 | 91000 | 8143
3_3_place_gp | 7.24 | 3.26 | 84700 | 7764
6_report | 12.0 | 3.57 | 91000 | 8151
power groups by stage:
stage / clock network, mW / logic, mW / registers (mW)
after CTS: 4.95 / 0.648 / 6.47
final: 4.91 / 0.660 / 6.47
after global routing: 5.17 / 0.686 / 6.47
layer usage:
layer  wire (µm)  share of wire (%)  vias up  global-route usage, %
met5        1090               0.40        -                   3.63
met4       15800                5.8       36                   10.0
met3       56500                 21      777                   20.3
met2      121000                 44     3888                   31.2
met1       78500                 29    22100                   21.0
li1            -                  -    18000                      -
cells in the mapped netlist, drive strengths merged (5+ instances only):
cell type	n
nor3	15
nand3	9
nor2	161
buf	228
o21ai	160
o221ai	120
a22o	20
a2111oi	10
nor4	17
a221oi	32
o211ai	8
a31oi	6
nand2	130
or3	8
edfxtp	2048
or2	6
a211oi	36
o22a	28
a22oi	48
and3	8
a222oi	6
mux2	158
mux4	161
clkbuf	64
nor2b	6
nand2b	7
a32oi	5
o31ai	5
a2bb2oi	17
mux2i	177
o22ai	301
a21oi	139
and4	6
final cells by class:
| class | count | area [µm²] |
|---|---|---|
| Multi-Input combinational cell | 1868 | 16200 |
| Timing Repair Buffer | 328 | 2590 |
| Sequential cell | 2048 | 61500 |
| Inverter | 5 | 25.0 |
| Tap cell | 3515 | 4400 |
| Clock buffer | 254 | 5290 |
| Fill cell | 24100 | 171000 |
| Clock inverter | 121 | 961 |
| Antenna cell | 12 | 30.0 |
worst paths after layout:
path,from,to,slack (ns),cells past startpoint
max,Address[0],Data[31],3.57,12
min,Write_data[5],memory[30][5],2.37,1
No activity file was given, so power comes from the tool's default toggle rates.
